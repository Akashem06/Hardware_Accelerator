==> /design/flow/design.v <==
package instruction_pkg;
    typedef enum logic[3:0] {
        MLOAD   = 4'b0000,
        MSTORE  = 4'b0001,
        MMULT   = 4'b0010,
        MADD    = 4'b0011,
        DMA_ST  = 4'b0100,
        DMA_CHK = 4'b0101,
        CONF    = 4'b0110,
        SYNC    = 4'b0111,
        LD      = 4'b1000,
        ST      = 4'b1001
    } opcode_t;
    typedef struct packed {
        opcode_t     opcode;
        logic [3:0]  rd;
        logic [3:0]  rs1;
        logic [3:0]  rs2;
        logic [15:0] imm;
        logic        is_matrix_op;
        logic        uses_dma;
        logic        needs_sync;
    } decoded_instr_t;
endpackage
package matrix_ops_pkg;
typedef enum logic [2:0] {
    MATRIX_NONE         = 3'd0,
    MATRIX_LOAD         = 3'd1,      
    MATRIX_STORE        = 3'd2,      
    MATRIX_MULTIPLY     = 3'd3,      
    MATRIX_ADD          = 3'd4,      
    MATRIX_SUBTRACT     = 3'd5,      
    MATRIX_TRANSPOSE    = 3'd6       
} matrix_op_t;
endpackage
module instruction_fetch #(
    parameter PREFETCH_DEPTH = 4     
)(
    input  logic        clk,         
    input  logic        rst_n,       
    input  logic branch_taken,                             
    input  logic [32-1:0] branch_target,   
    output logic [32-1:0] pc,            
    output logic fetch_req,                              
    input  logic [32-1:0] instruction,   
    input  logic cache_hit,                              
    input  logic pipeline_stall,                               
    output logic [32-1:0] fetch_instruction,   
    output logic fetch_valid                                   
);
logic [32-1:0] next_pc;
assign next_pc = pc + 4;
always_ff @(posedge clk or negedge rst_n) begin
    if(!rst_n) begin
        pc <= 32'b0;
    end else if(!pipeline_stall) begin
        if(branch_taken) begin
            pc <= branch_target;
        end else begin
            pc <= next_pc;
        end
    end
end
logic [32-1:0] prefetch_buffer [PREFETCH_DEPTH-1:0];     
logic [PREFETCH_DEPTH-1:0] buffer_valid;                                 
logic [$clog2(PREFETCH_DEPTH)-1:0] write_ptr, read_ptr;                  
always_ff @(posedge clk or negedge rst_n) begin
    if(!rst_n) begin
        buffer_valid <= '0;
        write_ptr <= '0;
        read_ptr <= '0;
    end else begin
        if(branch_taken) begin
            buffer_valid <= '0;
            write_ptr <= '0;
            read_ptr <= '0;
        end else begin
            if(cache_hit && !pipeline_stall && !buffer_valid[write_ptr]) begin
                prefetch_buffer[write_ptr] <= instruction;  
                buffer_valid[write_ptr] <= 1'b1;            
                write_ptr <= write_ptr + 1;                 
            end
            if(!pipeline_stall && buffer_valid[read_ptr]) begin
                buffer_valid[read_ptr] <= 1'b0;  
                read_ptr <= read_ptr + 1;        
            end
        end
    end
end
assign fetch_instruction = prefetch_buffer[read_ptr];            
assign fetch_valid = buffer_valid[read_ptr] && !branch_taken;    
assign fetch_req = !pipeline_stall && !buffer_valid[write_ptr];  
endmodule
==> /design/flow/run.sh <==
#!/bin/bash
# OpenROAD 26Q1-2900-gdf79404cd8, Yosys 0.63+post, stock flow scripts
make -C /OpenROAD-flow-scripts/flow DESIGN_CONFIG=/design/flow/config.mk WORK_HOME=/design/flow/orfs finish
==> /design/flow/config.mk <==
export PLATFORM = sky130hd
export DESIGN_NAME = instruction_fetch
export DESIGN_NICKNAME = instruction_fetch
export VERILOG_FILES = /design/flow/design.v
export SDC_FILE = /design/flow/constraint.sdc
export NUM_CORES = 4
export LEC_CHECK = 1
export CORE_UTILIZATION = 30
==> /design/flow/constraint.sdc <==
current_design instruction_fetch

set clk_period 4.7
set clk_io_pct 0.2

create_clock -name clk0 -period $clk_period [get_ports {clk}]

set non_clock_inputs [all_inputs -no_clocks]
set_input_delay [expr $clk_period * $clk_io_pct] -clock clk0 $non_clock_inputs
set_output_delay [expr $clk_period * $clk_io_pct] -clock clk0 [all_outputs]
==> flow_summary.ini <==
; flow metrics
[run_status]
outcome = finished clean

[clock_network]
post_cts_resized = 0
postCtsSetupRepairBufs = 0
root_buffer = clkbuf_16
clkTransAtPathRegs_ps = 70
cts_sinks = 168
cts.path.max_buffers = 2
clkLatencyLatePin_ps = 430
cts_hold_buf = 0
cts_tree = built
cts_buffers = 17
cts_htree_levels = 4

[worst_hold_path]
hold_class = flop to flop
holdCritStartpoint = pc[0]
hold-path-endpoint = pc[0]
holdPathStages = 1

[routing]
postRouteAntennaNets = 0
drc = 0
via_per_inst = 5.05
drtIter0Drc = 375
num_vias = 5181
wl_per_cell_um = 17.2
wl_um = 17600
first_pass_iters = 7
antenna_cells = 0

[finish]
design_area_um2 = 9750
syn_to_final_growth_pct = 31.7
layout-drive-gt1-share_pct = 9.42

[flow_run]
tool_warnings = 38
drv_cap = 0

[placement]
place_hpwl_um = 11300
post-place-ws_ps = 1070
placed_cell_area_um2 = 9160
numPortBuffers = 134
gp_congestion = 0.861

[grt]
grt_start_max_net_pins = 45
grt_pass1_vias = 5260
grt_use_total_pct = 14.8
grt_pass1_wl_um = 28100
antenna_found_initial = 1
grt_overflow = 0

[die]
die-area_um2 = 25300
rows = 57
die_w_um = 159
floorplan.core_util_pct = 30.5
ios = 135
coreArea_um2 = 24200
dieHeight_um = 159

[setup_path]
rr_worst_depth = 5
required_ps = 3760
arrival_ps = 2930
slowest_delay_ps = 600
reg2reg_from = write_ptr[0]
critPathSlowestCell = ha_2
r2r-end = prefetch_buffer[2][7]
crit_chain = inv_1 -> ha_2 -> buf_4 -> mux2i_1 -> clkdlybuf4s50_1
reg2reg_slack_ps = 1430
start_kind = flop
crit_fanout = 17
path_class = flop to output pin
worst_setup_path_end_kind = output pin

[synth]
synth.cell_area_um2 = 7400
synth.avg_cell_area_um2 = 13.4
ys_area_um2 = 7400
synth_seq_share_pct = 65.5
synthFlopType = edfxtp_1
enable_flop_cells = 128
yosys_warnings = 2
ys_cells = 553
syn_inst = 553
ys.flops = 168
synth.distinct_cells = 49
async_reset_ff_share_pct = 23.8

[timing]
hold_ws_ps = 506
tightest_slew_ps = 719
setup-violations-final = 0
hold_viol = 0
setup_tns_ps = 0
drv_slew = 0
min_period_over_period_pct = 82.3
max_freq_mhz = 259
fin_crit_ps = 3870
relSlewSlack_pct = 51.6
fin_ws_ps = 834
skew_ps = 11.8
rsz0062_at_grt = false

[power]
p_per_area_nw_per_um2 = 358
ir_worst_vdd_mv = 0.228
power_leakage_nw = 3.59
total_power_mw = 3.49
[critical path: cells and delay by family (launching register included)]
kind	cells	cell delay, ps
adders and majority gates	1	600
buffers and inverters	3	1110
DFF	1	490
muxes	1	310
[routing by layer]
layer | wire [um] | part of all wire (%) | up-vias | GRT usage (%)
met1 | 7810 | 44 | 2531 | 21.7
met4 | 156 | 0.89 | 0 | 1.40
met5 | 0 | 0 | - | 0
met2 | 8150 | 46 | 191 | 22.2
li1 | - | - | 2449 | -
met3 | 1500 | 8.5 | 10 | 6.33
[cell families after synthesis]
| family | count (synthesis) | synth area share (%) |
|---|---|---|
| flops | 168 | 65.5 |
| simple gates | 131 | 9.72 |
| compound gates | 118 | 12.0 |
| buf+inv | 77 | 3.97 |
| mux | 41 | 5.93 |
| fa+ha+maj | 16 | 2.70 |
| xor+xnor | 2 | 0.237 |
[report_power, final]
group          total, mW  internal [mW]  switching (mW)
clock               1.36          0.712           0.651
sequential          1.73           1.65          0.0784
combinational      0.396          0.232           0.164
total               3.49           2.59           0.893
[through the flow]
| stage | util (%) | instances |
|---|---|---|
| final | 40.2 | 1025 |
| after floorplan | - | 553 |
| after detailed placement | 37.8 | 993 |
| after global routing | 40.2 | 1025 |
| after CTS | 40.2 | 1025 |
| after global placement | 37.8 | 993 |
[registers in the layout, summed over array words and instances (netlist names)]
| signal | cells |
|---|---|
| write_ptr | 2 |
| prefetch_buffer | 128 |
| buffer_valid | 4 |
| read_ptr | 2 |
| pc | 32 |
[how the worst max path moves through the flow]
| stage | slack (ps) | cells past startpoint | from | to |
|---|---|---|---|---|
| after CTS | 780 | 5 | read_ptr[0] | fetch_instruction[30] |
| final | 830 | 5 | read_ptr[0] | fetch_instruction[19] |
| after global routing | 650 | 6 | read_ptr[0] | fetch_instruction[7] |
[cell usage after synthesis, drive strengths merged, types with 8 or more instances]
master	count	share of area, %
nor4	8	0.68
a22oi	10	1.0
mux2i	36	4.9
clkbuf	26	1.3
dfrtp	40	14
a21oi	24	1.6
ha	16	2.7
nor2	24	1.2
inv	43	2.2
nand2	20	1.0
nand4	11	1.0
nand3	20	1.4
a222oi	32	4.3
o21ai	17	1.1
edfxtp	128	52
nor3	11	0.74
[final cells by class]
| cell class | count | area [um2] |
|---|---|---|
| clock buffer | 17 | 425 |
| clock inverter | 15 | 165 |
| fill | 2243 | 14500 |
| inverter | 44 | 165 |
| multi-input combinational | 308 | 2290 |
| sequential | 168 | 4840 |
| tap | 324 | 405 |
| timing repair buffer | 149 | 1450 |
[placed cells by master, fill, tap and decap left out, types with 4 or more instances in the layout]
master	count
inv_8	4
nand4_1	10
o211ai_1	5
nor2_4	4
o21ai_0	17
and2_1	4
nand2_1	20
clkinv_8	4
a222oi_1	32
nor3_1	11
and4_1	6
dfrtp_1	40
or3_1	4
nand3_1	20
mux2i_1	36
clkbuf_16	17
a211oi_1	6
edfxtp_1	128
and3_1	4
nor2_1	20
clkdlybuf4s50_1	133
a22oi_1	10
nor4_1	8
buf_4	15
inv_1	43
or4_1	6
a21oi_1	24
ha_1	15
o22a_1	4
