File: flow/design.v
package instruction_pkg;
    typedef enum logic[3:0] {
        MLOAD   = 4'b0000,
        MSTORE  = 4'b0001,
        MMULT   = 4'b0010,
        MADD    = 4'b0011,
        DMA_ST  = 4'b0100,
        DMA_CHK = 4'b0101,
        CONF    = 4'b0110,
        SYNC    = 4'b0111,
        LD      = 4'b1000,
        ST      = 4'b1001
    } opcode_t;
    typedef struct packed {
        opcode_t     opcode;
        logic [3:0]  rd;
        logic [3:0]  rs1;
        logic [3:0]  rs2;
        logic [15:0] imm;
        logic        is_matrix_op;
        logic        uses_dma;
        logic        needs_sync;
    } decoded_instr_t;
endpackage
package matrix_ops_pkg;
typedef enum logic [2:0] {
    MATRIX_NONE         = 3'd0,
    MATRIX_LOAD         = 3'd1,      
    MATRIX_STORE        = 3'd2,      
    MATRIX_MULTIPLY     = 3'd3,      
    MATRIX_ADD          = 3'd4,      
    MATRIX_SUBTRACT     = 3'd5,      
    MATRIX_TRANSPOSE    = 3'd6       
} matrix_op_t;
endpackage
module register_file (
    input  logic        clk,         
    input  logic        rst_n,       
    input logic [4-1:0]   rs1_addr,  
    input logic [4-1:0]   rs2_addr,  
    output logic[32-1:0]    rs1_data,  
    output logic[32-1:0]    rs2_data,  
    input logic                             rd_write_en,  
    input logic [4-1:0]   rd_addr,      
    input logic [32-1:0]    rd_data       
);
logic [32-1:0] registers [16-1:0];
assign rs1_data = registers[rs1_addr];
assign rs2_data = registers[rs2_addr];
always_ff @(posedge clk or negedge rst_n) begin
    if (!rst_n) begin
        for (int i = 0; i < 16; i++) begin
            registers[i] <= '0;
        end
    end else if (rd_write_en) begin
        registers[rd_addr] <= rd_data;
    end
end
endmodule
File: flow/config.mk
export PLATFORM = sky130hd
export DESIGN_NAME = register_file
export DESIGN_NICKNAME = register_file
export VERILOG_FILES = /design/flow/design.v
export SDC_FILE = /design/flow/constraint.sdc
export NUM_CORES = 4
export LEC_CHECK = 1
export CORE_UTILIZATION = 30
File: flow/constraint.sdc
current_design register_file

set clk_period 11.2
set clk_io_pct 0.2

create_clock -name clk0 -period $clk_period [get_ports {clk}]

set non_clock_inputs [all_inputs -no_clocks]
set_input_delay [expr $clk_period * $clk_io_pct] -clock clk0 $non_clock_inputs
set_output_delay [expr $clk_period * $clk_io_pct] -clock clk0 [all_outputs]
File: flow/run.sh
#!/bin/bash
# OpenROAD 26Q1-2900-gdf79404cd8, Yosys 0.63+post, stock flow scripts
make -C /OpenROAD-flow-scripts/flow DESIGN_CONFIG=/design/flow/config.mk WORK_HOME=/design/flow/orfs finish
==> metrics.cfg <==
[floorplan]
die_area_um2=92200
die_w_um=304
ios=111
fp.coreArea_um2=90000
fp-row-count=110
fp.dieH_um=304
initCoreUtil_pct=30.3

[global_route]
grt_use_total_pct=22.8
grt-ovfl-total=0
grt_pass1_wl_um=151000
grt_pass1_vias=21700
antenna_found_initial=7
grt_max_degree=78

[clocking]
post_cts_buffers=0
clkTransAtPathRegs_ns=0.06
ctsResizeCount=0
cts_hold_buf=0
clockBufferDepth=3
cts_tree=built
cts.htree.levels=2
cts_root_buf=clkbuf_16
worstSkewPairLatency_ns=0.61
clock-sinks=512
numCtsBuffers=53

[final_layout]
fin_area_um2=31100
largest_registers=registers (512)
largest_register_ffs=512
top_register=registers
post-route-util_pct=34.6
drive_gt1_share_pct=25.2
syn2layout_area_growth_pct=14.0
instances_no_fill=3589

[final_timing]
skew_ns=0
worst_slew_pin_slew_ns=0.960
relSlewSlack_pct=35.9
hold_violations=0
hold_ws_ns=0.499
fin_ws_ns=2.74
rsz0062_at_grt=no
fin_crit_sh_pct=75.6
slew_viol_final=0
tns_ns=0
period_needed_ns=8.46
finalSetupViolations=0
max_freq_ghz=0.118

[placed_design]
dp_slack_ns=2.88
portBuffers=110
placed_area_um2=29400
gp_congestion=0.918
hpwl_um=59500
placedCellCount=3492

[route]
vias=21600
drc=0
first_iter_violations=1632
routedWlPerCell_um=28.9
detail-route-antenna-nets=0
wl_um=104000
first_pass_iters=6
via_per_inst=6.00

[critical_path]
reg2reg_slack_ns=10.35
critPathArrivalTime_ns=6.22
r2r_end=registers[3][2]
start_kind=input pin
reg2reg_depth=1
cp_max_fo=30
critPathKind=input pin to primary output
rr_startpoint=registers[3][2]
cp_data_required_time_ns=8.96
worstSetupEndpointType=primary output

[logic_synthesis]
ff_type=dfrtp_1
yosysMostFrequentCell=dfrtp_1
synthCells=2370
yosysTopAreaCellShare_pct=46.9
numSynthFlops=512
yosys_area_um2=27300
postSynthSeqShare_pct=46.9
ys_types=60
edf_count=0
syn_area_per_cell_um2=11.5
syn_area_um2=27300
synth_warnings=2
synthArstFlopShare_pct=100
yosys-stat-cells=2370
synth.area.top_cells=dfrtp_1 47%, mux2_2 17%, mux2_1 4.9%
largest_area_cell=dfrtp_1
ys_top_cells_by_count=512 x dfrtp_1, 408 x mux2_2, 154 x a22oi_1

[pwr]
p_int_mw=3.92
leakagePower_nw=12.7
ir_drop_mv=0.116
cellPowerDensity_nw_per_um2=180
pwr-share-clk_pct=31.6
power.switching_mw=1.66
power_mw=5.59
p_seq_share_pct=47.1
p_sw_share_pct=29.8
p_comb_share_pct=21.4

[job]
maxCapViolCount=0
tool_warnings=25

[hold_path]
min_to=registers[4][27]
hold_depth=1
hold_path.startpoint=registers[4][27]
hold_path_class=flop to flop

[outcome]
outcome=completed

## power by group through the flow
stage	registers (mW)	clock network, mW	logic (mW)
after CTS	2.62	1.79	1.19
after global routing	2.69	1.85	1.29
final	2.63	1.76	1.19
## logic make-up (layout without fill, tap and decap cells)
group	count (synthesis)	in the layout	synth area share [%]
compound gates	674	674	17.6
mux	632	632	25.6
flops	512	512	46.9
simple gates	284	284	5.18
buf+inv	268	309	4.67
other cells	0	2	0
## worst max-delay path by stage
stage,cells past startpoint,slack (ns),end,startpoint
4_1_cts,9,2.86,rs2_data[12],rs2_addr[3]
5_1_grt,9,2.76,rs2_data[12],rs2_addr[3]
6_report,9,2.74,rs2_data[12],rs2_addr[3]
## per-layer routing
layer  global-route usage, %  part of all wire (%)
met1                    30.9                    40
met2                    33.3                    44
met3                    8.40                    11
met4                    10.2                   5.4
met5                       0                 0.062
## layout by cell type (no fill, tap or decap), types with 28 or more instances in the layout
cell type        instances
a22oi_1                154
nand2_1                 37
a221oi_1                53
clkbuf_16               55
a22o_1                  67
o22ai_1                144
nor2b_1                 40
clkdlybuf4s50_1        103
mux2i_1                105
a21oi_1                121
mux2_1                 118
buf_4                   79
nor2_1                 102
mux2_2                 408
dfrtp_1                512
and3_1                  30
inv_1                   28
## area by class of cell
cell class | instances | area, µm²
timing repair buffer | 184 | 1640
inverter | 30 | 113
multi-input combinational | 1590 | 13400
fill | 8893 | 58900
tap | 1176 | 1470
sequential | 512 | 12800
clock buffer | 85 | 1610
antenna | 2 | 5.00
clock inverter | 10 | 82.6
## worst max-delay path, stage by stage
cell and delay [ns]:
clkdlybuf4s50_1 0.46, buf_4 0.38, nor2b_1 0.75, nand2_1 0.73, buf_4 0.46, o22ai_1 0.21, a211oi_1 0.07, a21oi_1 0.35
clkdlybuf4s50_1 0.54
No activity file was given, so power comes from the tool's default toggle rates.
