==> flow/design.v <==
package instruction_pkg;
    typedef enum logic[3:0] {
        MLOAD   = 4'b0000,
        MSTORE  = 4'b0001,
        MMULT   = 4'b0010,
        MADD    = 4'b0011,
        DMA_ST  = 4'b0100,
        DMA_CHK = 4'b0101,
        CONF    = 4'b0110,
        SYNC    = 4'b0111,
        LD      = 4'b1000,
        ST      = 4'b1001
    } opcode_t;
    typedef struct packed {
        opcode_t     opcode;
        logic [3:0]  rd;
        logic [3:0]  rs1;
        logic [3:0]  rs2;
        logic [15:0] imm;
        logic        is_matrix_op;
        logic        uses_dma;
        logic        needs_sync;
    } decoded_instr_t;
endpackage
package matrix_ops_pkg;
typedef enum logic [2:0] {
    MATRIX_NONE         = 3'd0,
    MATRIX_LOAD         = 3'd1,      
    MATRIX_STORE        = 3'd2,      
    MATRIX_MULTIPLY     = 3'd3,      
    MATRIX_ADD          = 3'd4,      
    MATRIX_SUBTRACT     = 3'd5,      
    MATRIX_TRANSPOSE    = 3'd6       
} matrix_op_t;
endpackage
module bitwise_logic (
    input logic [32-1:0] in_0, in_1,
    input logic [1:0] op_selector,  
    output logic [32-1:0] out
);
always_comb begin
    case (op_selector)
    2'b00: out = (in_0 & in_1);
    2'b01: out = (in_0 | in_1);
    2'b10: out = (in_0 ^ in_1);
    2'b11: out = (~in_0);
    default: out = 32'b0;
    endcase
end
endmodule
==> flow/run.sh <==
#!/bin/bash
# OpenROAD 26Q1-2900-gdf79404cd8, Yosys 0.63+post, stock flow scripts
make -C /OpenROAD-flow-scripts/flow DESIGN_CONFIG=/design/flow/config.mk WORK_HOME=/design/flow/orfs finish
==> flow/config.mk <==
export PLATFORM = sky130hd
export DESIGN_NAME = bitwise_logic
export DESIGN_NICKNAME = bitwise_logic
export VERILOG_FILES = /design/flow/design.v
export SDC_FILE = /design/flow/constraint.sdc
export NUM_CORES = 4
export LEC_CHECK = 1
export CORE_AREA = 10 10 92 92
export DIE_AREA = 0 0 102 102
==> flow/constraint.sdc <==
current_design bitwise_logic

set clk_period 4.7
set clk_io_pct 0.2

create_clock -name clk0 -period $clk_period

set non_clock_inputs [all_inputs -no_clocks]
set_input_delay [expr $clk_period * $clk_io_pct] -clock clk0 $non_clock_inputs
set_output_delay [expr $clk_period * $clk_io_pct] -clock clk0 [all_outputs]
==> flow_summary.yaml <==
# flow metrics
final_layout:
  drive_gt1_share_pct: 11.6
  fin_cells: 369
  ff_count: 0
  num-clock-buffers: 0
  register_area_sq_um: 0
  area_growth_pct: 49.7
critical_path:
  crit_fanout: 2
  path_class: "in2out"
  cp-start-kind: "input port"
  crit_arrival_ns: 2.71
  endpoint_kind: "primary output"
  critical_path_required_ns: 3.76
floorplan:
  initial_core_util_pct: 30.9
  rows: 29
  die_w_microns: 102
  die_h_microns: 102
  io_pins: 98
  coreArea_sq_um: 6460
  die-area_sq_um: 10400
placement:
  io_buffers: 98
  place_congestion: 0.771
  dp_hpwl_microns: 4060
  placedCellCount: 369
routing:
  n_antenna_cell: 0
  routed.top_layer: "met3"
  drt.antenna.violating_nets: 0
  wire_per_inst_microns: 12.2
  drc_errors: 0
  vias: 1603
  vias_per_cell: 4.34
  dr_wl_met3_microns: 364
  dr.pass1.iters: 3
  wl_microns: 4510
  met2_length_microns: 2360
  drt-met1-wl_microns: 1790
  drt_iter0_drc: 31
sta:
  relSlewSlack_pct: 62.5
  max_freq_mhz: 274
  report.final.slew_viol_count: 0
  layout_min_cycle_time_ns: 3.65
  setup_violations: 0
  hold_viol_final: 0
  fin_tns_setup_ns: 0
  tightest_slew_ns: 0.562
  hold_ws_ns: 2.85
  finalCritPeriodShare_pct: 77.6
  rsz0062_at_grt: "no"
global_route:
  grt_overflow: 0
  track_usage_pct: 8.66
  grt_max_degree: 23
  grt_pass1_vias: 1605
  grt_pass1_wl_microns: 7400
  antenna_found_initial: 0
synth:
  yosys-stat-area_sq_um: 1990
  ys_cells: 200
  syn_area_per_cell_sq_um: 9.97
  yosys.area.top_type: "ha_1"
  common_cells: "96 x inv_1, 64 x ha_1, 30 x mux4_2"
  synthDistinctLibCells: 8
  most_common_cell: "inv_1"
  ys_seq_share_pct: 0
  synthCells: 200
  syn_area_sq_um: 1990
  synth_warnings: 1
  netlist_top_cells_area: "ha_1 40%, mux4_2 34%, inv_1 18%"
  synth.top_cell.area_share_pct: 40.2
pwr:
  cellPowerDensity_nw_per_um2: 80.0
  p_leak_nw: 1.54
  vdd_ir_drop_max_mv: 0.0352
clocking:
  cts-resized-gates: 0
  postCtsSetupBuffers: 0
  ctsHoldBuffers: 0
run:
  maxCapViolCount: 0
  tool_warnings: 64
outcome:
  status: "finished clean"
worst_hold_path:
  hp-class: "in2out"
==> per-layer routing <==
layer / global-route usage, % / up-vias
met5: 0 / -
met4: 0 / 0
met3: 2.11 / 0
met2: 16.4 / 44
met1: 10.3 / 743
li1: - / 816
==> path summary, 6_finish.rpt <==
path	startpoint	to	cells after the start
max	in_0[29]	out[29]	5
min	op_selector[0]	out[4]	3
==> stage by stage <==
step | cell area (sq um) | worst slack (ns) | power [mW] | util (%)
final | 2980 | 1.05 | 0.239 | 46.2
after global routing | 2980 | 0.931 | 0.269 | 46.2
after CTS | 2980 | 1.02 | 0.246 | 46.2
after detailed placement | 2980 | 1.02 | 0.245 | 46.2
after global placement | 2980 | 1.04 | 0.241 | 46.2
after floorplan | 1990 | 2.09 | 0.105 | -
==> kinds of logic (layout without fill, tap and decap cells) <==
group	after synthesis	count (layout)	share of synthesized area [%]
buf+inv	104	196	23.3
fa+ha+maj	64	64	40.2
mux	32	32	36.5
==> worst max-delay path: stages <==
cell and delay, ns:
clkdlybuf4s50_1 0.48, inv_1 0.06, ha_1 0.28, mux4_1 0.48
clkdlybuf4s50_1 0.47
==> cell usage in the layout (no fill, tap or decap) <==
cell / Yosys / final
buf_12: 2 / 1
buf_2: 0 / 2
buf_4: 2 / 1
clkdlybuf4s50_1: 0 / 96
ha_1: 64 / 64
inv_1: 96 / 96
mux4_1: 2 / 2
mux4_2: 30 / 30
==> area by class of cell <==
type | instances | area (sq um)
Fill cell | 615 | 3470
Tap cell | 77 | 96.3
Multi-Input combinational cell | 96 | 1530
Inverter | 96 | 360
Timing Repair Buffer | 100 | 998
==> power breakdown <==
| part | internal [mW] | leakage (nW) | total, mW | switching (mW) |
|---|---|---|---|---|
| clock network | 0 | 0 | 0 | 0 |
| logic | 0.169 | 1.54 | 0.239 | 0.0695 |
| registers | 0 | 0 | 0 | 0 |
| total | 0.169 | 1.54 | 0.239 | 0.0695 |
No activity file was given, so power comes from the tool's default toggle rates.
